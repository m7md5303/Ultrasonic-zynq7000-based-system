--- design/flow/run.sh ---
#!/bin/bash
# OpenROAD 26Q1-2900-gdf79404cd8, Yosys 0.63+post, stock flow scripts
make -C /OpenROAD-flow-scripts/flow DESIGN_CONFIG=/design/flow/config.mk WORK_HOME=/design/flow/orfs finish
--- design/flow/config.mk ---
export PLATFORM = sky130hd
export DESIGN_NAME = decgold
export DESIGN_NICKNAME = decgold
export VERILOG_FILES = /design/flow/design.v
export SDC_FILE = /design/flow/constraint.sdc
export NUM_CORES = 4
export LEC_CHECK = 1
export CORE_AREA = 10 10 72 72
export DIE_AREA = 0 0 82 82
--- design/flow/constraint.sdc ---
current_design decgold

set clk_period 1.0
set clk_io_pct 0.2

create_clock -name clk0 -period $clk_period [get_ports {clk}]

set non_clock_inputs [all_inputs -no_clocks]
set_input_delay [expr $clk_period * $clk_io_pct] -clock clk0 $non_clock_inputs
set_output_delay [expr $clk_period * $clk_io_pct] -clock clk0 [all_outputs]
--- design/flow/design.v ---
interface golden_inter_ref (clk);
parameter DATA_WIDTH = 32;
input bit clk;
logic rst_n, no_order;
logic [DATA_WIDTH-1:0] received_data;
logic [11:0] outputDAC;
modport DUT_gold (
input clk,rst_n,received_data,
output no_order,outputDAC
);
endinterface
interface sonar_inter(clk);
parameter DATA_WIDTH = 32;
parameter FIFO_DATA=25;
    input bit clk;          
    logic rst_n;                      
    logic [6:0] read_add;           
    logic [DATA_WIDTH-1:0] received_data; 
    logic rd_en;                    
    logic [FIFO_DATA-1:0] read_data; 
    logic no_order;                 
    logic [11:0] outputDAC;         
 modport dut_mp (
        input clk,
        input rst_n,
        input  read_add,
        input  received_data,
        input rd_en,
        output  read_data,
        output no_order,
        output outputDAC
    );
endinterface 
module decgold (clk,rst_n,received_data,on,off,increase,decrease
,valid,send,receive,amount);
parameter DATA_WIDTH = 32;
parameter AMOUNT_WIDTH = 8;
input clk,rst_n;
input [DATA_WIDTH-1:0] received_data;
output reg on,off,increase,decrease,valid,send,receive;
output reg [AMOUNT_WIDTH-1:0] amount;
always @(posedge clk or negedge rst_n) begin
    if(!rst_n)begin
        on<=0;
        off<=0;
        increase<=0;
        decrease<=0;
        valid<=0;
        send<=0;
        receive<=0;
        amount<=0;
    end
    else begin
        if((received_data[6])&&(!(received_data[0]&&received_data[1]))&&(!(received_data[2]&&received_data[3])))begin
        on<=received_data[0];
        off<=received_data[1];
        increase<=received_data[2];
        decrease<=received_data[3];
        valid<=received_data[6];
        send<=received_data[5];
        receive<=received_data[4];
        amount<=received_data[DATA_WIDTH-1:7];
        end
        else begin
        on<=0;
        off<=0;
        increase<=0;
        decrease<=0;
        valid<=0;
        send<=0;
        receive<=0;
        amount<=0;
        end
    end
end
endmodule  
==> flow_results.xml <==
<?xml version="1.0" encoding="UTF-8"?>
<metrics>
  <group name="status">
    <metric name="status" unit="">completed</metric>
  </group>
  <group name="floorplan">
    <metric name="floorplanUtilization" unit="">0.1418</metric>
    <metric name="coreArea" unit="um^2">3689</metric>
    <metric name="io_pins" unit="">49</metric>
    <metric name="die_height" unit="um">82</metric>
    <metric name="die-width" unit="um">82</metric>
    <metric name="dieArea" unit="um^2">6724</metric>
    <metric name="core.rowCount" unit="">22</metric>
  </group>
  <group name="synth">
    <metric name="synth.top_cells.by_count" unit="">sky130_fd_sc_hd__dfrtp_1 (15), sky130_fd_sc_hd__and3_1 (10), sky130_fd_sc_hd__and3b_2 (2)</metric>
    <metric name="asyncSetResetFlopFracSynth" unit="">1.000</metric>
    <metric name="netlist.area_leader.share" unit="">0.7177</metric>
    <metric name="flop_cell" unit="">sky130_fd_sc_hd__dfrtp_1</metric>
    <metric name="synth_top_cell_by_count" unit="">sky130_fd_sc_hd__dfrtp_1</metric>
    <metric name="syn-mean-instance-area" unit="um^2">15.38</metric>
    <metric name="post_synth_instance_area" unit="um^2">523.0</metric>
    <metric name="yosysTopAreaCell" unit="">sky130_fd_sc_hd__dfrtp_1</metric>
    <metric name="count_of_state_elements_after_synthesis" unit="">15</metric>
    <metric name="yosys-stat-cells" unit="">34</metric>
    <metric name="synth_chip_area" unit="um^2">523.0</metric>
    <metric name="synth_seq_share" unit="">0.7177</metric>
    <metric name="distinct_lib_cells_used" unit="">10</metric>
    <metric name="synth_warnings" unit="">1</metric>
    <metric name="postSynthCellCount" unit="">34</metric>
    <metric name="topCellsByArea" unit="">sky130_fd_sc_hd__dfrtp_1 (72%), sky130_fd_sc_hd__and3_1 (12%), sky130_fd_sc_hd__and3b_2 (3.8%)</metric>
    <metric name="edf_count" unit="">0</metric>
  </group>
  <group name="final_layout">
    <metric name="final_layout_size_suffix_gt1_frac" unit="">0.3571</metric>
    <metric name="postLayoutCoreUtil" unit="">0.2446</metric>
    <metric name="mi_logic_area" unit="um^2">151.4</metric>
    <metric name="final-seq-area" unit="um^2">375.4</metric>
    <metric name="area.growth.synth_to_final" unit="%">72.49</metric>
    <metric name="n_fill_cell" unit="">406</metric>
  </group>
  <group name="sta">
    <metric name="max_freq" unit="MHz">1039</metric>
    <metric name="worst_pin_slew" unit="ns">0.2449</metric>
    <metric name="final_max_slew_viol_count" unit="">0</metric>
    <metric name="fin_ws" unit="ns">0.03778</metric>
    <metric name="timing.setup.tns" unit="ns">0</metric>
    <metric name="layout_min_cycle_time" unit="ns">0.9622</metric>
    <metric name="finalCritPeriodShare" unit="">0.9622</metric>
    <metric name="setup_viol" unit="">0</metric>
    <metric name="finalHoldViolCount" unit="">0</metric>
    <metric name="worst_slew_margin_rel" unit="">0.8367</metric>
    <metric name="final.hold.worst_slack" unit="ns">0.2886</metric>
    <metric name="rsz0062_at_grt" unit="">false</metric>
  </group>
  <group name="drt">
    <metric name="detail-route-antenna-nets" unit="">0</metric>
    <metric name="detail_route.drc_violations" unit="">0</metric>
    <metric name="routed_via_density" unit="">3.297</metric>
    <metric name="wirelength" unit="mm">1.510</metric>
    <metric name="avgRoutedWirePerCell" unit="um">12.80</metric>
    <metric name="drt_pass1_iterations" unit="">2</metric>
    <metric name="route.vias.total" unit="">389</metric>
    <metric name="number_of_drc_violations_after_detailed_routing_iteration_0" unit="">8</metric>
    <metric name="antenna_diode_instance_count" unit="">0</metric>
  </group>
  <group name="clock_tree">
    <metric name="htreeDepth" unit="">1</metric>
    <metric name="cts_buffers" unit="">3</metric>
    <metric name="cts.clk_slew.worst_paths" unit="ns">0.06</metric>
    <metric name="ctsRootBufferMaster" unit="">sky130_fd_sc_hd__clkbuf_8</metric>
    <metric name="post-cts-setup-buffers" unit="">0</metric>
    <metric name="cts-hold-fix-buffers" unit="">0</metric>
    <metric name="ctsLongestPathBuffers" unit="">2</metric>
    <metric name="clkSinkCount" unit="">15</metric>
    <metric name="cts_tree" unit="">yes</metric>
  </group>
  <group name="setup_path">
    <metric name="worstSetupEndpointType" unit="">output port</metric>
    <metric name="cp-start-kind" unit="">flip-flop</metric>
    <metric name="timing.critical_path.arrival" unit="ns">0.76</metric>
    <metric name="worst_ep_required_time" unit="ns">0.80</metric>
    <metric name="sequence_of_cells_on_the_critical_path" unit="">clkdlybuf4s15_1</metric>
    <metric name="cp_max_fo" unit="">1</metric>
    <metric name="path_class" unit="">flip-flop to output port</metric>
    <metric name="slowest_stage" unit="">sky130_fd_sc_hd__dfrtp_1</metric>
    <metric name="cpLargestDelayFamily" unit="">flip-flops</metric>
    <metric name="path_buffers" unit="">1</metric>
    <metric name="critPathMaxStageDelay" unit="ns">0.36</metric>
  </group>
  <group name="global_route">
    <metric name="grt_util_all_layers" unit="">0.04247</metric>
    <metric name="grt_antenna_before_repair" unit="">0</metric>
    <metric name="grt_pass1_vias" unit="">446</metric>
    <metric name="grt_start_max_net_pins" unit="">16</metric>
    <metric name="overflow" unit="">0</metric>
    <metric name="grt_pass1_wl" unit="mm">2.056</metric>
  </group>
  <group name="power">
    <metric name="post-layout-total-power" unit="mW">1.269</metric>
    <metric name="vdd_drop_max" unit="mV">0.4810</metric>
    <metric name="power-per-cell-area" unit="nW/um^2">1406</metric>
    <metric name="leakage" unit="nW">0.4774</metric>
  </group>
  <group name="place">
    <metric name="port-buffer-count" unit="">31</metric>
    <metric name="dp_worst_setup_slack" unit="ns">-0.3024</metric>
    <metric name="routabilityCongestion" unit="">0.6867</metric>
  </group>
  <group name="worst_hold_path">
    <metric name="timing.hold.worst.class" unit="">primary input to asynchronous set/reset pin</metric>
  </group>
  <group name="flow_run">
    <metric name="log.warning_count" unit="">42</metric>
    <metric name="max_cap_viol_count" unit="">0</metric>
  </group>
</metrics>
==> timing repair <==
item | in CTS | in global routing
gates cloned | 1 | 0
gates resized | 35 | 13
pin swaps | 1 | 0
endpoints found under the setup margin | 29 | 13
==> worst max path at each step <==
stage,start,endpoint,cells after the start
6_report,amount[2],amount[2],1
4_1_cts,decrease,decrease,1
5_1_grt,amount[7],amount[7],1
==> routing by layer <==
metal,wire length (um),part of all wire,up-vias,GRT usage
met3,212,0.14,0,0.03084
met1,552,0.37,177,0.03992
met5,0,0,-,0
met4,0,0,0,0.001701
li1,-,-,192,-
met2,744,0.49,20,0.07680
==> cells in the final DEF (no fill, tap or decap), drive strengths merged <==
master         count
buf                3
dfrtp             15
nand2              1
clkbuf            15
and3              10
and4b              2
clkdlybuf4s50     13
clkinv             1
clkdlybuf4s15      2
dlygate4sd2        3
and3b              2
a21boi             2
and2               1
==> report_power, final <==
part / switching (mW) / leakage, nW / internal (mW) / total (mW)
clock network: 0.193 / 0.0255 / 0.275 / 0.468
logic: 0.0567 / 0.251 / 0.104 / 0.160
registers: 0.00609 / 0.201 / 0.635 / 0.641
==> registers in the layout, summed over array words and instances, names as in the netlist <==
register / cells
receive: 1
amount: 8
on: 1
send: 1
increase: 1
valid: 1
off: 1
decrease: 1
==> area by class of cell <==
class,instances,share of cell area
timing repair buffer,33,0.2982
tap,48,0.06657
clock inverter,1,0.005548
multi-input combinational,18,0.1678
sequential,15,0.4161
clock buffer,3,0.04577
==> cells by family (layout without fill, tap and decap cells) <==
kind of cell | Yosys count | count (layout) | synth area share
and+or+nand+nor | 16 | 16 | 0.2177
DFF | 15 | 15 | 0.7177
buffers and inverters | 2 | 37 | 0.02870
AOI/OAI and AO/OA | 1 | 2 | 0.03589
==> per-stage QoR <==
step / std cells / instance area (um^2)
floorplan: 34 / 523.0
global placement: 113 / 905.9
detailed placement: 113 / 905.9
CTS: 118 / 957.2
global route: 118 / 902.1
finish: 118 / 902.1
Power figures rest on the tool's default switching activity, not on a simulated workload.
